### flow/design.v
module shifter (input     PCLK,PRESET_n,ss_i,send_data_i,lsbfe_i,cpha_i,cpol_i,miso_recieve_sclk_i,miso_recieve_sclk0_i,mosi_send_sclk_i,mosi_send_sclk0_i,
                input [7:0]data_mosi_i,
                input miso_i,recieve_data_i,
                output reg mosi_o,
                output [7:0] data_miso_o);
reg [2:0]count1;
reg [2:0]count2;
reg [2:0]count3;
reg [2:0]count4;
reg [7:0]temp1;
reg [7:0]temp2;
always @(posedge PCLK or negedge PRESET_n)
begin
	if(!PRESET_n)
		temp1<=8'b0;
	else if(send_data_i)
		temp1<=data_mosi_i;
end
assign data_miso_o= recieve_data_i?temp2:8'b0;
always @(posedge PCLK or negedge PRESET_n)begin
if (!PRESET_n)begin
count1<=3'd0;
count2<=3'd7;
mosi_o<=1'b0;
end
else if (!ss_i)begin
     if (!cpol_i && !cpha_i || cpol_i && cpha_i )begin
         if (lsbfe_i)begin
             if (count1<8)begin
                 if (mosi_send_sclk_i)begin
                    mosi_o<=temp1[count1];
                    count1<=count1+1;
                 end
                 else count1<=count1;
              end
          end
          else begin
             if (count2>=0)begin
                 if (mosi_send_sclk_i)begin
                    mosi_o<=temp1[count2];
                    count2<=count2-1;
                 end
                 else count2<=count2;
              end
          end
     end
     else begin
         if (lsbfe_i)begin
             if (count1<8)begin
                 if (mosi_send_sclk0_i)begin
                    mosi_o<=temp1[count1];
                    count1<=count1+1;
                 end
                 else count1<=count1;
              end
          end
          else begin
             if (count2>=0)begin
                 if (mosi_send_sclk0_i)begin
                    mosi_o<=temp1[count1];
                    count2<=count2-1;
                 end
                 else count2<=count2;
              end
          end
     end
end  
end
always @(posedge PCLK or negedge PRESET_n)begin
if (!PRESET_n)begin
count3<=3'd0;
count4<=3'd7;
temp2<=8'b0;
end
else if (!ss_i)begin
     if (!cpol_i && !cpha_i || cpol_i && cpha_i )begin
         if (lsbfe_i)begin
             if (count1<8)begin
                    if (miso_recieve_sclk_i)begin
                    temp2[count3]<=miso_i;
                    count3<=count3+1;
                 end
                 else count3<=count3;
              end
          end
          else begin
             if (count2>=0)begin
                 if (miso_recieve_sclk_i)begin
                    temp2[count4]<=miso_i;
                    count4<=count4-1;
                 end
                 else count4<=count4;
              end
          end
     end
     else begin
         if (lsbfe_i)begin
             if (count1<8)begin
                 if (miso_recieve_sclk0_i)begin
                    temp2[count3]<=miso_i;
                    count3<=count3+1;
                  end
                  else count3<=count3;
             end
          end
          else begin
             if (count2>=0)begin
                 if (miso_recieve_sclk0_i)begin
                    temp2[count4]<=miso_i;
                    count4<=count4-1;
                 end
                 else count4<=count4;
              end
          end
     end
end  
end
endmodule
### flow/config.mk
export PLATFORM = sky130hd
export DESIGN_NAME = shifter
export DESIGN_NICKNAME = shifter
export VERILOG_FILES = /design/flow/design.v
export SDC_FILE = /design/flow/constraint.sdc
export NUM_CORES = 4
export LEC_CHECK = 1
export CORE_AREA = 10 10 107 107
export DIE_AREA = 0 0 117 117
### flow/constraint.sdc
current_design shifter

set clk_period 3.2
set clk_io_pct 0.2

create_clock -name clk0 -period $clk_period [get_ports {PCLK}]

set non_clock_inputs [all_inputs -no_clocks]
set_input_delay [expr $clk_period * $clk_io_pct] -clock clk0 $non_clock_inputs
set_output_delay [expr $clk_period * $clk_io_pct] -clock clk0 [all_outputs]
### flow/run.sh
#!/bin/bash
# OpenROAD 26Q1-2900-gdf79404cd8, Yosys 0.63+post, stock flow scripts
make -C /OpenROAD-flow-scripts/flow DESIGN_CONFIG=/design/flow/config.mk WORK_HOME=/design/flow/orfs finish
==> flow_summary_export.csv <==
group,metric,value,unit
status,status,"finished clean",
floorplanning,die_w,117,um
setup_path,slowest_delay,640,ps
setup_path,crit_top_cell,"clkdlybuf4s50_1",
clock_tree,htreeDepth,2,
setup_path,r2r-end,"temp2[0]",
setup_path,cp_top_family,"buffers and inverters",
job,warning_count,31,
setup_path,endpoint_kind,"primary output",
clock_tree,clkLatencyLatePin,280,ps
placement,port-buffer-count,29,
drt,wire_per_inst,12.48,um
setup_path,path_max_fanout,8,
final_timing,worst_slew_pin_slew,466.0,ps
floorplanning,row_count,35,
floorplanning,die_area,13690,sq um
final_layout,logic_area,1071,sq um
grt,grt_pass1_wl,6789,um
floorplanning,die_y,117,um
drt,antenna_cells,0,
yosys,async_flop_share,100.0,%
final_timing,fin_worst_skew,3.372,ps
power,p_per_area,759.6,nW/um^2
setup_path,r2r_start,"count4[0]",
setup_path,arrival,1930,ps
setup_path,worst_setup_path_start_kind,"primary input",
final_layout,fin_util,25.76,%
final_timing,rsz0062_at_grt,"no",
final_timing,setup_viol,0,
power,p_leak,0.0009170,uW
yosys,syn_inst,186,
setup_path,worstPathRequired,2560,ps
placement,hpwl,3108,um
final_timing,slew_violations,0,
setup_path,crit_type,"primary input to primary output",
power,peakVddDrop,0.1925,mV
yosys,syn_area_per_cell,10.10,sq um
final_timing,fmax,389.3,MHz
yosys,synth_cell_types,43,
yosys,numSynthFlops,29,
yosys,synth-main-ff-cell,"dfrtp_1",
hold_path,holdCritPathClass,"register to register",
drt,viasPerCell,4.415,
yosys,yosysWarningCount,1,
clock_tree,clock_path_buffers,2,
drt,vias,1448,
clock_tree,cts_setup_buffers,0,
final_timing,slew_headroom,68.04,%
placement,routabilityCongestion,0.8458,
grt,grt_max_degree,30,
grt,overflow,0,
hold_path,min_path_cells,1,
drt,drt_pass1_iterations,4,
setup_path,path_buffers,2,
drt,wirelength,4093,um
floorplanning,coreArea,9196,sq um
clock_tree,path_clk_slew,60,ps
final_timing,hold_viol_final,0,
floorplanning,boundaryPins,30,
yosys,edf_count,0,
grt,grt_usage,6.093,%
final_layout,synthToLayoutAreaGrowth,26.03,%
yosys,syn-cell-area,1879,sq um
drt,ant_nets,0,
setup_path,worst_path_max_delay_cell,"clkdlybuf4s50_1",
job,cap_violations,0,
clock_tree,cts-root-buf,"clkbuf_8",
clock_tree,ctsResizeCount,0,
setup_path,r2r_slack,700,ps
clock_tree,cts_tree,"yes",
hold_path,min_to,"temp2[0]",
hold_path,min_from,"temp2[0]",
drt,first_iter_violations,123,
clock_tree,cts_hold_buf,0,
clock_tree,cts.sinks,29,
final_timing,fin_setup_tns,0,ps
setup_path,rr_worst_depth,6,
clock_tree,numCtsBuffers,5,
grt,grt_pass1_vias,1373,
floorplanning,core_util_floorplan,20.44,%
final_layout,fillerInstances,965,
yosys,synth_seq_share,39.01,%
yosys,yosysCellCount,186,
yosys,ys_area,1879,sq um
final_timing,min_period,2569,ps
drt,drcViolationCount,0,
grt,grt_antenna_before_repair,0,
final_timing,finalCritPeriodShare,80.28,%
final_layout,regArea,733.2,sq um
setup_path,path_cells,"clkdlybuf4s50_1 -> and2_1 -> clkdlybuf4s50_1",
final_layout,drive_above_1_share,17.05,%
==> cell type report <==
class	instances	share of cell area (%)
Clock buffer	6	3.064
Inverter	8	1.268
Tap cell	111	5.864
Timing Repair Buffer	32	13.21
Sequential cell	29	30.96
Multi-Input combinational cell	140	45.22
Clock inverter	2	0.4226
==> worst register-to-register path: stages, from the launching register on <==
cell	delay (ps)
dfstp_2	590
inv_1	90
ha_1	390
or3_1	360
or4b_1	500
a21oi_2	140
mux2_1	320
==> flip-flops by register name, summed over array words and instances (netlist names) <==
name and cells:
count1 3, temp2 8, temp1 8, count3 3, mosi_o 1, count2 3, count4 3
==> synth_stat cells, types with 3 or more instances <==
master	count	area share (%)
ha_1	10	6.7
nand2_1	12	2.4
dfstp_2	6	8.4
mux4_2	3	3.6
nor3b_1	4	1.6
clkbuf_1	7	1.4
o21ai_0	13	3.5
nor2_1	11	2.2
nand2b_1	5	1.7
and2_1	8	2.7
xnor2_1	10	4.7
mux2_2	13	7.8
nand3_1	3	0.80
dfrtp_1	23	31
nor2b_1	4	1.3
nor3_1	3	0.80
inv_1	8	1.6
mux2i_1	4	2.1
a21oi_1	10	2.7
==> kinds of logic (layout without fill, tap and decap cells) <==
logic type	count (synthesis)	after routing	synth area share [%]
AND/OR/NAND/NOR	60	60	17.11
AND-OR/OR-AND	35	35	11.52
flip-flops	29	29	39.01
multiplexers	22	22	14.85
buffers and inverters	17	48	3.995
XOR/XNOR	13	13	6.858
adder cells (fa/ha/maj)	10	10	6.658
==> how the worst max path moves through the flow <==
stage	startpoint	endpoint	slack, ps	cells past startpoint
4_1_cts	recieve_data_i	data_miso_o[2]	570	3
5_1_grt	recieve_data_i	data_miso_o[2]	530	3
6_report	recieve_data_i	data_miso_o[2]	630	3
==> power breakdown <==
part	internal (uW)	switching (uW)	total [uW]
logic	420	384	804
clock network	150	142	292
registers	533	170	704
total	1100	696	1800
==> routing by layer <==
layer | routed length, um | global-route usage, %
met5 | 0 | 0
met1 | 1806 | 8.119
met2 | 2015 | 10.05
met4 | 92 | 1.153
met3 | 179 | 1.342
==> cell usage in the layout, fill, tap and decap left out, types with 5 or more instances in the layout <==
cell             Yosys  routed
nand2b_1             5       5
clkdlybuf4s50_1      0      29
o21ai_0             13      13
ha_1                10      10
dfstp_2              6       6
and2_1               8       8
mux2_2              13      13
clkbuf_8             0       5
xnor2_1             10      10
nor2_1              11      11
a21oi_1             10      10
dfrtp_1             23      23
nand2_1             12      12
inv_1                8       8
==> stage by stage <==
stage               instance area (sq um)  cells  hold WS [ps]  power, uW  setup WS, ps
floorplan                            1879    186         344.4       1271         867.4
global placement                     2286    320         494.8       1501         562.6
detailed placement                   2286    320         469.7       1513         566.7
CTS                                  2369    328         494.8       1817         566.8
global route                         2369    328         528.9       1959         532.3
finish                               2369    328         489.9       1799         631.0
Power is estimated from default activity; no workload was simulated.
