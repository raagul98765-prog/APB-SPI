`design/flow/run.sh`:
```
#!/bin/bash
# OpenROAD 26Q1-2900-gdf79404cd8, Yosys 0.63+post, stock flow scripts
make -C /OpenROAD-flow-scripts/flow DESIGN_CONFIG=/design/flow/config.mk WORK_HOME=/design/flow/orfs finish
```
`design/flow/config.mk`:
```
export PLATFORM = sky130hd
export DESIGN_NAME = slave_sel
export DESIGN_NICKNAME = slave_sel
export VERILOG_FILES = /design/flow/design.v
export SDC_FILE = /design/flow/constraint.sdc
export NUM_CORES = 4
export LEC_CHECK = 1
export CORE_AREA = 10 10 108 108
export DIE_AREA = 0 0 118 118
```
`design/flow/constraint.sdc`:
```
current_design slave_sel

set clk_period 4.7
set clk_io_pct 0.2

create_clock -name clk0 -period $clk_period [get_ports {PCLK}]

set non_clock_inputs [all_inputs -no_clocks]
set_input_delay [expr $clk_period * $clk_io_pct] -clock clk0 $non_clock_inputs
set_output_delay [expr $clk_period * $clk_io_pct] -clock clk0 [all_outputs]
```
`design/flow/design.v`:
```
module slave_sel(input PCLK,PRESET_n,mstr_i,spiswai_i,send_data_i,
                 input [1:0]spi_mode_i,
                 input [11:0]baudRateDivisor,
                 output reg recieve_data_o,ss_o,
		 output tip_o);
reg [15:0]count_s;
reg rcv_s ;
wire [15:0]target_s;
assign tip_o=~ss_o;
assign target_s= 16 * (baudRateDivisor/2);
always @(posedge PCLK or negedge PRESET_n)begin
if (~PRESET_n)begin
    count_s<=16'hffff;
    ss_o <=1;
    rcv_s<= 0;
end
else if ((spi_mode_i == 2'b00 || spi_mode_i == 2'b01) && ~spiswai_i && mstr_i)
begin
    if (send_data_i) 
    begin
           ss_o <= 0;  
           rcv_s<=0;
		count_s<=0;
    end
    else if (count_s<=target_s-1)
    begin
           count_s<=count_s+1;
         if(count_s == target_s-1)
           rcv_s<=1'b1; 
    end
    else 
    begin
    ss_o<=1;
    rcv_s<=0;
    count_s<=16'hffff;
    end
end
else  begin
     ss_o<=1;
     rcv_s<=0;
     count_s<=16'hffff;
end
end
always @(posedge PCLK or negedge PRESET_n)
  begin
   if (~PRESET_n) 
	   recieve_data_o<=0;
  else 
	  recieve_data_o <= rcv_s;
end
endmodule
```
==> flow_metrics.env <==
# physical design summary
export IMPL_ys_area_um2=1500
export IMPL_syn_avg_cell_area_um2=9.06
export IMPL_worst_pin_slew_ns=0.522
export IMPL_slew_limit_headroom=0.651
export IMPL_wire_per_inst_um=10.9
export IMPL_htree_levels=1
export IMPL_warnings=27
export IMPL_synth_async_reset_ratio=1.00
export IMPL_core_um2=9280
export IMPL_cp_top_family="simple AND/OR/NAND/NOR gates"
export IMPL_end_kind="register"
export IMPL_portBuffers=19
export IMPL_dp_hpwl_um=2610
export IMPL_power_per_cell_area_nw_per_um2=211
export IMPL_ys_cells=166
export IMPL_crit_path_start_kind="input port"
export IMPL_grt_ovfl_total=0
export IMPL_netlist_instances=166
export IMPL_outcome="completed"
export IMPL_critPathMaxFanout=17
export IMPL_hold_path_class="reg -> reg"
export IMPL_grt_pass1_vias=1246
export IMPL_numClockSinks=19
export IMPL_cts_tree="built"
export IMPL_ir_drop_mv=0.0827
export IMPL_grt_max_degree=20
export IMPL_drt_vias_per_instance=3.99
export IMPL_min_period_ns=3.70
export IMPL_setup_violations=0
export IMPL_grt_pass1_wl_um=6120
export IMPL_placementRows=35
export IMPL_fin_skew_ns=0.00834
export IMPL_power_frac_comb=0.260
export IMPL_fp_util=0.162
export IMPL_max_freq_mhz=270
export IMPL_clkPwrFrac=0.295
export IMPL_ios=22
export IMPL_place_gp_congestion=0.818
export IMPL_clock_path_buffers=2
export IMPL_cp_common_cell="nand2_1"
export IMPL_sw_frac_of_total=0.296
export IMPL_synth_top_area_share=0.297
export IMPL_path_class="in -> reg"
export IMPL_drc=0
export IMPL_yosysTopAreaCell="dfstp_2"
export IMPL_yosys_top_cells_area="dfstp_2 (30%), ha_1 (12%), xor2_1 (7.0%)"
export IMPL_rsz0062_at_grt="no"
export IMPL_crit_path_top_delay_cell="clkdlybuf4s50_1"
export IMPL_clk_pin_slew_ns=0.08
export IMPL_fin_tns_setup_ns=0
export IMPL_ctsResizeCount=0
export IMPL_clk_latency_ns=0.26
export IMPL_synth_main_ff_cell="dfstp_2"
export IMPL_vias=1261
export IMPL_cp_arrival_ns=3.86
export IMPL_finalHoldViolations=0
export IMPL_p_sw_mw=0.118
export IMPL_slew_viol_final=0
export IMPL_synthDistinctLibCells=34
export IMPL_p_int_mw=0.280
export IMPL_total_leakage_power_nw=0.751
export IMPL_wl_um=3430
export IMPL_drtIter0Drc=31
export IMPL_post_cts_buffers=0
export IMPL_worst_path_buf_inv=1
export IMPL_synth_flops=19
export IMPL_path_cells="clkdlybuf4s50_1 > nor3_1 > nand2_2 > or3_1 > xor2_1 > ha_1 > nand4_1 > nor2_1 > nand2_1 > nand2_1 > o221ai_1"
export IMPL_drt_first_pass_iters=4
export IMPL_cts_root_buffer="clkbuf_8"
export IMPL_ant_nets=0
export IMPL_p_seq_frac=0.445
export IMPL_required_ns=4.86
export IMPL_area_delta_synth_final_pct=25.6
export IMPL_die_area_um2=13900
export IMPL_crit_path_max_incr_delay_ns=0.47
export IMPL_grtUsageTotal=0.0511
export IMPL_cts_made_buffers=3
export IMPL_synth_edff_count=0
export IMPL_finalCritPeriodShare=0.788
export IMPL_drive_gt1_frac=0.171
export IMPL_layout_top_cells="clkdlybuf4s50_1 (19), a21oi_1 (17), dfstp_2 (17), ha_1 (14), o21ai_0 (13)"
export IMPL_antenna_found_initial=0
export IMPL_netlist_area_um2=1500
export IMPL_ys_warn_count=1
export IMPL_die_h_um=118
export IMPL_cap_viol_max_count=0
export IMPL_power_mw=0.398
export IMPL_n_antenna_cell=0
export IMPL_die_x_um=118
export IMPL_postCtsHoldBufs=0
export IMPL_layout_top_cell="clkdlybuf4s50_1"
export IMPL_whs_ns=0.385
export IMPL_ys_seq_frac=0.330
layout make-up:
class | instances | area [um^2]
clock buffers | 3 | 41.3
clock inverters | 1 | 7.51
fillers | 1037 | 7390
inverters | 9 | 33.8
multi-input cells | 134 | 943
flip-flops and latches | 19 | 497
well taps | 129 | 161
repair buffers | 21 | 205
cell families (layout without fill, tap and decap cells):
group,Yosys count,after routing,share of synthesized area
buffers and inverters,13,34,0.0424
AOI/OAI and AO/OA,43,43,0.171
adders and majority gates,14,14,0.116
xor gates and xnor gates,22,22,0.128
muxes,1,1,0.00666
and+or+nand+nor,54,54,0.205
DFF,19,19,0.330
through the flow:
stage	utilization	std cells	setup slack [ns]	instance area (um^2)
2_1_floorplan	-	166	1.46	1500
3_3_place_gp	0.198	312	0.739	1840
3_5_place_dp	0.198	312	0.696	1840
4_1_cts	0.204	316	0.973	1890
5_1_grt	0.204	316	0.727	1890
6_report	0.204	316	0.996	1890
synth_stat cells, types with 3 or more instances:
cell type and n:
dfstp_2 17, a21oi_1 17, inv_1 9, nand3_1 3, o21ai_0 13, nor2_1 11
xor2_1 12, ha_1 14, xnor2_1 10, nand2_1 12, nor3_1 7, nor4_1 5
nand4_1 6
layer usage:
metal  up-vias  routed length (um)  track usage  share of wire
li1        643                   -            -              -
met1       592                1820       0.0762           0.53
met2        24                1460       0.0755           0.43
met3         2                 112       0.0112          0.033
met4         0                  34      0.00618         0.0099
met5         -                   0            0              0
sequential cells by signal (all words and copies together), names as in the netlist:
name	flops
count_s	16
rcv_s	1
ss_o	1
recieve_data_o	1
power by group through the flow:
| stage | sequential [mW] | clock, mW | combinational (mW) |
|---|---|---|---|
| after global routing | 0.178 | 0.128 | 0.119 |
| final | 0.177 | 0.117 | 0.104 |
| after CTS | 0.178 | 0.120 | 0.104 |
worst reg2reg max path, delay by kind of cell (launching register included):
kind | cells | cell delay, ns
AOI/OAI and AO/OA | 1 | 0.23
adders and majority gates | 1 | 0.20
DFF | 1 | 0.56
and+or+nand+nor | 4 | 0.91
path summary, 6_finish.rpt:
kind | startpoint | endpoint | slack [ns] | cells after the start
max | baudRateDivisor[1] | count_s[0] | 1.0 | 11
min | rcv_s | recieve_data_o | 0.39 | 0
max reg2reg | count_s[0] | count_s[0] | 2.71 | 6
min reg2reg | rcv_s | recieve_data_o | 0.39 | 0
max in group asynchronous | PRESET_n | count_s[12] | 3.42 | 2
min in group asynchronous | PRESET_n | recieve_data_o | 1.01 | 2
Power and IR drop assume default switching activity.
